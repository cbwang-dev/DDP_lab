**./run.sh**
```bash
#!/bin/bash
# OpenROAD 26Q1-2900-gdf79404cd8, Yosys 0.63+post, stock flow scripts
make -C /OpenROAD-flow-scripts/flow DESIGN_CONFIG=/design/flow/config.mk WORK_HOME=/design/flow/orfs finish
```
**./config.mk**
```make
export PLATFORM = sky130hd
export DESIGN_NAME = warmup2_mpadder_answers
export DESIGN_NICKNAME = warmup2_mpadder_answers
export VERILOG_FILES = /design/flow/design.v
export SDC_FILE = /design/flow/constraint.sdc
export NUM_CORES = 4
export LEC_CHECK = 1
export CORE_UTILIZATION = 50
```
**./constraint.sdc**
```tcl
current_design warmup2_mpadder_answers

set clk_period 23.7
set clk_io_pct 0.2

create_clock -name clk0 -period $clk_period [get_ports {clk}]

set non_clock_inputs [all_inputs -no_clocks]
set_input_delay [expr $clk_period * $clk_io_pct] -clock clk0 $non_clock_inputs
set_output_delay [expr $clk_period * $clk_io_pct] -clock clk0 [all_outputs]
```
**./design.v**
```verilog
`timescale 1ns / 1ps
module warmup2_mpadder_answers(
    input  wire         clk,
    input  wire         resetn,
    input  wire         start,
    input  wire [127:0] A,
    input  wire [127:0] B,
    output wire [128:0] C,
    output wire         done);
    reg          regA_en;
    wire [127:0] regA_D;
    reg  [127:0] regA_Q;
    always @(posedge clk)
    begin
        if(~resetn)         regA_Q <= 128'd0;
        else if (regA_en)   regA_Q <= regA_D;
    end
                reg          regB_en;
                wire [127:0] regB_D;
                reg  [127:0] regB_Q;
                always @(posedge clk)
                begin
                    if(~resetn)          regB_Q <= 128'd0;
                    else if (regB_en)   regB_Q <= regB_D;
                end
    reg          muxA_sel;
    wire [127:0] muxA_Out;
    assign muxA_Out = (muxA_sel == 0) ? A : {64'b0,regA_Q[127:64]};
    assign regA_D = muxA_Out;
                reg          muxB_sel;
                reg  [127:0] muxB_Out;
                always@(*) begin
                    if (muxB_sel==1'b0) muxB_Out <= B;
                    else                muxB_Out <= {64'b0,regB_Q[127:64]};
                end
                assign regB_D = muxB_Out;
    wire [63:0] operandA;
    wire [63:0] operandB;
    wire        carry_in;
    wire [63:0] result;
    wire        carry_out;
                assign {carry_out,result} = operandA + operandB + carry_in;
                reg          regResult_en;
                reg  [127:0] regResult;
                always @(posedge clk)
                begin
                    if(~resetn)             regResult <= 128'b0;
                    else if (regResult_en)  regResult <= {result, regResult[127:64]};
                end
                reg  regCout_en;
                reg  regCout;
                always @(posedge clk)
                begin
                    if(~resetn)          regCout <= 1'b0;
                    else if (regCout_en) regCout <= carry_out;
                end
                reg  muxCarryIn_sel;
                wire muxCarryIn;
                assign muxCarryIn = (muxCarryIn_sel == 0) ? 1'b0 : regCout;
                assign operandA = regA_Q;
                assign operandB = regB_Q;
                assign carry_in = muxCarryIn;
                assign C = {regCout, regResult};
    reg [1:0] state, nextstate;
    always @(posedge clk)
    begin
        if(~resetn)	state <= 2'd0;
        else        state <= nextstate;
    end
    always @(*)
    begin
        case(state)
            2'd0: begin
                regA_en        <= 1'b1;
                regB_en        <= 1'b1;
                regResult_en   <= 1'b0;
                regCout_en     <= 1'b0;
                muxA_sel       <= 1'b0;
                muxB_sel       <= 1'b0;
                muxCarryIn_sel <= 1'b0;
            end
            2'd1: begin
                                regA_en        <= 1'b1;
                                regB_en        <= 1'b1;
                                regResult_en   <= 1'b1;
                                regCout_en     <= 1'b1;
                                muxA_sel       <= 1'b1;
                                muxB_sel       <= 1'b1;
                                muxCarryIn_sel <= 1'b0;
            end
            2'd2: begin
                                regA_en        <= 1'b0;
                                regB_en        <= 1'b0;
                                regResult_en   <= 1'b1;
                                regCout_en     <= 1'b1;
                                muxA_sel       <= 1'b1;
                                muxB_sel       <= 1'b1;
                                muxCarryIn_sel <= 1'b1;
            end
                                default: begin
                                    regA_en        <= 1'b0;
                                    regB_en        <= 1'b0;
                                    regResult_en   <= 1'b1;
                                    regCout_en     <= 1'b0;
                                    muxA_sel       <= 1'b0;
                                    muxB_sel       <= 1'b0;
                                    muxCarryIn_sel <= 1'b0;
                                end
        endcase
    end
    always @(*)
    begin
        case(state)
            2'd0: begin
                if(start)
                    nextstate <= 2'd1;
                else
                    nextstate <= 2'd0;
                end
                                2'd1   : nextstate <= 2'd2;
                                2'd2   : nextstate <= 2'd0;
                                default: nextstate <= 2'd0;
        endcase
    end
                reg regDone;
                always @(posedge clk)
                begin
                    if(~resetn) regDone <= 1'd0;
                    else        regDone <= (state==2'd2) ? 1'b1 : 1'b0;;
                end
                assign done = regDone;
endmodule
```
==> impl_metrics.ini <==
; synthesis and place-and-route metrics
[status]
status = finished clean

[flow_run]
warnings = 35
drv_cap = 0

[critical_path]
reg2reg_depth = 14
arrival_ns = 1.62
cp-endpoint = C[102]
cp-startpoint = regResult[102]$_SDFFE_PN0N_
critPathCaptureType = primary output
required_ns = 18.96
r2r_start = state[1]$_DFF_P_
slowest_delay_ns = 0.54
crit_cells = 1
cp_num_buf_inv = 1
cp_cell_sequence = clkdlybuf4s50_1
crit_family = buffers and inverters
r2r_end = regResult[108]$_SDFFE_PN0N_
cp_max_fo = 3
r2r_setup_slack_ns = 19.52
critPathLaunchType = flip-flop
critPathKind = flip-flop to primary output
cp_slowest_cell = clkdlybuf4s50_1

[sta]
period_minus_slack_ns = 6.36
final.setup.tns_ns = 0
finalSetupViolCount = 0
grt_setup_unrepaired = no
period_used_pct = 26.8
max_freq_mhz = 157
skew_ns = 0.0206
max_slew.worst_pin.slew_ns = 0.881
slew_violations = 0
slew-limit-headroom_pct = 41.3
hold_violations = 0

[clock_tree]
cts_max_level = 2
clk_path_buf_depth = 3
ctsResizeCount = 0
clock_sinks = 389
worstSkewPairLatency_ns = 0.57
cts_hold_buf = 0
cts_tree = built
path_clk_slew_ns = 0.06
root_buffer = clkbuf_16
post_cts_buffers = 0
numCtsBuffers = 41

[die]
die_w_um = 197
fp_util_pct = 50.7
core_um2 = 37500
dieHeight_um = 197
row_count = 71
io_pins = 389
die-area_um2 = 38800

[global_route]
antenna_found_initial = 1
grt_pass1_wl_um = 86500
grt-ovfl-total = 0
grt_pass1_vias = 15700
grt_max_degree = 147
track_usage_pct = 29.0

[yosys]
area_leaders = dfxtp_1 41%, o211a_1 7.0%, nor2b_1 6.6%
synth-async-reset-ratio_pct = 0
yosys.stat.seqShare_pct = 41.0
ys_chip_area_um2 = 19000
netlist_top_cells_count = 389 x dfxtp_1, 231 x nand2_1, 212 x o21ai_0, 200 x nor2b_1, 177 x clkbuf_1
top_area_share_pct = 41.0
synth_area_leader_cell = dfxtp_1
synth_flops = 389
synth-edff-count = 0
yosysMostFrequentCell = dfxtp_1
syn_area_per_cell_um2 = 8.67
synth_cell_types = 71
ff_type = dfxtp_1
synth_stat.cells = 2191
netlist_instances = 2191
synth_warnings = 1
syn_area_um2 = 19000

[routing]
wl_um = 55300
vias = 17000
post-route-drc-count = 0
post_drt_via_cell_ratio = 5.68
drtPass1Iterations = 5
first_iter_violations = 1164
drtAntennaViolNets = 0
wl_per_cell_um = 18.5

[finish]
finish.utilization_pct = 65.0
synthToLayoutAreaGrowth_pct = 28.3
fillers = 3028
layout-drive-gt1-share_pct = 3.99

[place]
dp_hpwl_um = 38600
gp_congestion = 0.969
io_buffers = 388

[worst_hold_path]
worstHoldPathType = flip-flop to flip-flop

[power]
ir_worst_vdd_mv = 0.0528
p_per_area_nw_per_um2 = 72.6
power.leakage_nw = 10.5
==> flip-flops by register name, summed over array words and instances, names as in the netlist <==
register / flops
regCout: 1
regA_Q: 128
regB_Q: 128
state: 3
regDone: 1
regResult: 128
==> worst min path at each step <==
| stage | end | cells past startpoint | from |
|---|---|---|---|
| finish | regB_Q[0]$_SDFFE_PN0P_ | 1 | regB_Q[0]$_SDFFE_PN0P_ |
| global route | regB_Q[7]$_SDFFE_PN0P_ | 1 | regB_Q[7]$_SDFFE_PN0P_ |
| CTS | regB_Q[0]$_SDFFE_PN0P_ | 1 | regB_Q[0]$_SDFFE_PN0P_ |
==> through the flow <==
step                      hold slack, ns  cells  power (mW)  setup slack (ns)  area, µm²
after floorplan                    0.424   2191       0.955             17.88      19000
after global placement             0.481   2917        1.10             16.94      23000
after detailed placement           0.488   2917        1.10             16.96      23000
after CTS                          0.502   2990        1.78             17.33      24400
after global routing               0.521   2990        1.85             17.27      24400
final                              0.500   2991        1.77             17.34      24400
==> cell families (layout without fill, tap and decap cells) <==
group | count (synthesis) | in the layout | synth area share (%)
other | 0 | 1 | 0
AND/OR/NAND/NOR | 746 | 746 | 20.1
buffers and inverters | 207 | 495 | 4.12
XOR/XNOR | 50 | 50 | 2.30
AND-OR/OR-AND | 669 | 669 | 24.7
multiplexers | 65 | 65 | 3.42
flip-flops | 389 | 389 | 41.0
adder cells (fa/ha/maj) | 65 | 65 | 4.36
==> final cells by class <==
| class | count | area (µm²) | area share (%) |
|---|---|---|---|
| Antenna cell | 1 | 2.50 | 0.0103 |
| Clock buffer | 60 | 1180 | 4.84 |
| Clock inverter | 13 | 219 | 0.898 |
| Inverter | 20 | 75.1 | 0.308 |
| Multi-Input combinational cell | 1595 | 10500 | 42.9 |
| Sequential cell | 389 | 7800 | 32.0 |
| Tap cell | 511 | 639 | 2.62 |
| Timing Repair Buffer | 402 | 4010 | 16.4 |
==> cell usage in the layout, fill, tap and decap left out, drive strengths merged, types with 34 or more instances in the layout <==
cell type and n:
o211a 132, a22oi 129, nand2 232, xnor2 34, nand3 152, mux2i 65
a21oi 83, dfxtp 389, clkdlybuf4s50 387, o21ai 219, clkbuf 60, nor2 41
nor2b 200, ha 63, and2 46
==> routing by layer <==
layer	GRT usage (%)	wire length, µm
met1	48.2	27200
met5	0	0
met4	5.11	1090
met3	7.77	4650
met2	38.9	22400
==> where the power goes <==
| group | leakage [nW] | internal (mW) | switching [mW] | total, mW |
|---|---|---|---|---|
| Sequential | 3.20 | 0.704 | 0.0420 | 0.746 |
| Clock | 0.687 | 0.410 | 0.264 | 0.675 |
| Combinational | 6.63 | 0.166 | 0.181 | 0.347 |
| Total | 10.5 | 1.28 | 0.488 | 1.77 |
Power and IR drop assume default switching activity.
