### flow/config.mk
export PLATFORM = sky130hd
export DESIGN_NAME = hweval_adder
export DESIGN_NICKNAME = hweval_adder
export VERILOG_FILES = /design/flow/design.v
export SDC_FILE = /design/flow/constraint.sdc
export NUM_CORES = 4
export LEC_CHECK = 1
export CORE_UTILIZATION = 50
### flow/constraint.sdc
current_design hweval_adder

set clk_period 190.1
set clk_io_pct 0.2

create_clock -name clk0 -period $clk_period [get_ports {clk}]

set non_clock_inputs [all_inputs -no_clocks]
set_input_delay [expr $clk_period * $clk_io_pct] -clock clk0 $non_clock_inputs
set_output_delay [expr $clk_period * $clk_io_pct] -clock clk0 [all_outputs]
### flow/design.v
module mpadder(
    input  wire          clk,
    input  wire          resetn,
    input  wire          
    start,
    input  wire          subtract,
    input  wire [1026:0] in_a,
    input  wire [1026:0] in_b,
    output reg  [1027:0] result,
    output wire          done    
    );
reg [2:0] cycle;
    reg [1026:0] in_a_reg;
    reg [1027:0] in_b_reg;
    reg done_reg, done_reg_2;
    reg cin_reg;
    assign done = done_reg_2;
    always @ (posedge clk)
        begin
            if (!resetn) 
                begin
                    in_a_reg <= 0;
                    in_b_reg <= 0;
                    cin_reg <= 0;
                end
            else if (start && !subtract) begin
                in_a_reg <= in_a;
                in_b_reg <= {1'b0,in_b};
                cin_reg <= 0;
            end
            else if (start && subtract) begin
                in_a_reg <= in_a;
                in_b_reg <= {1'b1, ~in_b};
                cin_reg <= 1;
            end
        end
wire [1027:0] result_wire;
assign result_wire = in_b_reg + in_a_reg + cin_reg; 
always @ (negedge done_reg)
    begin
                result <= result_wire;
    end
        always @ (posedge clk)
        begin
            if (!resetn) 
                begin
                    cycle <= 0;
                end
            else if (start)
                begin
                    cycle <= 1;
                end
            else begin
                cycle <= cycle + 1;
            end
        end
        always @ (*)
            begin
               if (!resetn) begin
                    done_reg = 0;
                end 
                else if (cycle == 2) begin
                    done_reg = 1;
                end
                else begin
                    done_reg = 0;
                end
            end
always@(posedge clk)
begin
   if(!resetn) begin
      done_reg_2 = 0;
   end
   else if (done_reg == 1) begin
      done_reg_2 = 1;
   end
   else begin
      done_reg_2 = 0;
   end
end
endmodule
`timescale 1ns / 1ps
module hweval_adder (
    input   clk     ,
    input   resetn  ,
    output  data_ok );
    reg           start;
    reg           subtract;
    reg  [1026:0] in_a;
    reg  [1026:0] in_b;
    wire [1027:0] result;
    wire          done;
    mpadder dut (
        .clk      (clk     ),
        .resetn   (resetn  ),
        .start    (start   ),
        .subtract (subtract),
        .in_a     (in_a    ),
        .in_b     (in_b    ),
        .result   (result  ),
        .done     (done    ));
    reg [1:0] state;
    always @(posedge(clk)) begin
        if (!resetn) begin
            in_a     <= 1027'b1;
            in_b     <= 1027'b1;
            subtract <= 1'b0;
            start    <= 1'b0;           
            state    <= 2'b00;
        end else begin
            if (state == 2'b00) begin
                in_a     <= in_a;
                in_b     <= in_b;
                subtract <= subtract;
                start    <= 1'b1;            
                state    <= 2'b01;        
            end else if(state == 2'b01) begin
                in_a     <= in_a;
                in_b     <= in_b;
                subtract <= subtract;
                start    <= 1'b0;           
                state    <= done ? 2'b10 : 2'b01;
            end
            else begin
                in_a     <= in_b ^ result[1026:0];
                in_b     <= result[1026:0];
                subtract <= result[1027] & result[1026];
                start    <= 1'b0;
                state    <= 2'b00;
            end
        end
    end    
    assign data_ok = done & result[1027] & result[1026];
endmodule
### flow/run.sh
#!/bin/bash
# OpenROAD 26Q1-2900-gdf79404cd8, Yosys 0.63+post, stock flow scripts
make -C /OpenROAD-flow-scripts/flow DESIGN_CONFIG=/design/flow/config.mk WORK_HOME=/design/flow/orfs finish
==> changes_impl.md <==
### Physical design

- Registers, synthesis: 5,146
- Clock share of power: 43.3%
- Ys cells: 33,600
- Setup TNS: 0 ns
- Hold-critical path depth: 1
- Setup CP Type: in -> reg
- Root buffer cell: clkbuf_16
- PortBufs: 2
- Dominant flop cell: dfxtp_1
- Count leader, synth: nand2_1
- DR iter-0 viols: 25,400
- P_leak: 127 nW
- Fmax: 0.0240 GHz
- Post-CTS setup buffer count: 0
- Remaining DRCs: 0
- Post-synthesis area per instance: 8.32 sq um
- Global route total overflow: 0
- Layout cell share with drive strength beyond 1: 4.88%
- R2R setup slack: 183.73 ns
- Arrival @ worst endpoint: 42.58 ns
- Area share of the largest cell type after synthesis: 36.9%
- Post-CTS Resized: 0
- Pre-CTS setup slack: 147.48 ns
- Post-DP HPWL: 893 mm
- Count of unclocked register or latch pins: 1,028
- Syn-to-layout area delta: 8.07%
- Worst Reg-to-Reg Cells: 9
- Synth warn: 2
- Vias in the first global route: 230,000
- Yosys stat area: 279,000 sq um
- CTS tree: done
- Max-Cap Viols: 0
- Fin util: 54.2%
- CP Capture Type: flip-flop
- Mapped cell area: 279,000 sq um
- Largest area contributor in the netlist: dfxtp_1
- FP Rows: 274
- Vias: 249,000
- Logic pwr share: 11.2%
- Cell Type Count: 106
- Most common library cells after synthesis: nand2_1 (6,284), dfxtp_1 (5,146), xnor2_1 (2,652)
- Initial antenna violation count: 56
- Worst-Margin Slew: 1.38 ns
- Worst path bufs/invs: 7
- Period minus WS final: 41.66 ns
- Unrepaired setup endpoints after global routing: no
- Hold Slack: 0.411 ns
- Slowest CP cell: buf_4
- Synth Seq Share: 36.9%
- Clk_skew: 0.0951 ns
- Worst endpoint required time: 191.03 ns
- First-pass GRT wire length: 1600 mm
- Gr usage total: 40.0%
- Hold Vio Cnt, Final: 0
- Pin count of the biggest net entering global routing: 173
- Slowest cell delay on critical path: 0.73 ns
- Init Core Util: 50.1%
- Max FO, Critical Path: 134
- WHS Endpoint: state[0]
- Max_slew headroom: 7.36%
- Routed len/inst: 27.6 um
- Worst-path clk slew: 0.06 ns
- PD cells: 6.88 nW/um^2
- RR Startpoint: start
- Die height: 749 um
- Core Area: 556,000 sq um
- I/O pins: 3
- CTS max path bufs: 4
- Endpoints left unconstrained: 1,028
- CTS buffer count: 449
- Post-synth EDFFs: 0
- Synth Instances: 33,600
- Cell mode on critical path: buf_4
- Final wirelength: 1120 mm
- Top cells by area: dfxtp_1 (37%), nand2_1 (8.5%), xnor2_1 (8.3%)
- Worst path top cell family by delay: buffers and inverters
- Status: complete, no violations
- Min-Delay Startpoint: state[1]
- RR Endpoint: dut.in_a_reg[404]
- Drt pass-1 iters: 9
- H-tree depth: 5
- Async set-reset flop share out of synthesis: 0%
- Final setup viols: 0
- Setup ws final: 148.45 ns
- Worst Hold Class: reg -> reg
- Sw Pwr: 0.000561 W
- VDD IR-drop max: 0.00924 mV
- Die ar.: 561,000 sq um
- Max Slew Vio Count: 0
- CTS Hold Buffers Added: 0
- Vias/cell: 6.15
- Log Warnings: 91
- Sw frac: 27.0%
- GPL Wtd Cong: 1.13
- Die x size: 749 um
- ANT nets after route: 0
- Clk latency of the worst-skew pair: 1.09 ns
- Critical path, cell by cell: buf_16, buf_4, buf_12, buf_4, buf_4, buf_4, buf_4, a21boi_0
- Fin crit share: 21.9%
- Int Pwr: 0.00151 W
- CP startpoint kind: primary input
- Share of power burned in registers: 45.5%
-- per-stage QoR --
step,area [sq um],total power (W),std cells
global route,301000,0.00215,40500
finish,302000,0.00207,40600
global placement,286000,0.00118,39700
detailed placement,286000,0.00119,39700
CTS,301000,0.00208,40500
floorplan,279000,0.00113,33600
-- worst max path at each step --
stage	start	to	slack (ns)	cells past startpoint
finish	resetn	in_b[954]	148.45	8
global route	resetn	in_b[952]	148.09	8
CTS	resetn	in_b[943]	148.60	8
-- routing by layer --
| layer | vias up | routed length, um | GRT usage, % |
|---|---|---|---|
| li1 | 116000 | - | - |
| met1 | 121000 | 506000 | 61.4 |
| met2 | 10400 | 433000 | 52.3 |
| met3 | 1966 | 128000 | 14.3 |
| met4 | 70 | 54200 | 14.9 |
| met5 | - | 818 | 0.501 |
-- cells by family (layout without fill, tap and decap cells) --
kind of cell | after synthesis | after routing | synth area share, %
adder cells (fa/ha/maj) | 1030 | 1030 | 4.62
flip-flops | 5146 | 5146 | 36.9
XOR/XNOR | 3080 | 3080 | 9.67
buffers and inverters | 2353 | 1890 | 3.23
multiplexers | 1028 | 1028 | 3.69
other | 0 | 33 | 0
AND-OR/OR-AND | 9674 | 9674 | 24.0
AND/OR/NAND/NOR | 11200 | 11200 | 17.9
-- area by class of cell --
class	count	area [sq um]
multi-input combinational	26100	167000
sequential	5146	103000
inverter	408	1540
clock inverter	153	1920
clock buffer	660	13200
antenna	33	82.6
timing repair buffer	669	5280
tap	7452	9320
fill	50200	255000
-- layout by cell type (no fill, tap or decap), types with 83 or more instances in the layout --
master	Yosys	routed
a21boi_0	1146	1146
a21o_1	612	612
a21oi_1	2649	2648
a31oi_1	129	127
and4_1	83	83
buf_4	7	648
clkbuf_1	1679	95
clkbuf_16	0	450
clkbuf_8	0	115
dfxtp_1	5146	5144
ha_1	1028	1028
inv_1	408	407
mux2i_1	1028	1028
nand2_1	6284	6284
nand3_1	267	267
nand4_1	699	699
nor2_1	1792	1791
nor2b_1	1074	1074
nor3_1	338	336
nor4_1	241	230
o211a_1	2062	2062
o21a_1	167	167
o21ai_0	1826	1818
o21bai_1	415	414
or2_2	86	85
or3_1	89	89
xnor2_1	2652	2652
xor2_1	428	428
-- power by group through the flow --
stage                 sequential (W)  combinational [W]  clock [W]
after CTS                   0.000943           0.000229   0.000912
after global routing        0.000948           0.000252   0.000947
final                       0.000944           0.000232   0.000898
Power and IR drop assume default switching activity.
